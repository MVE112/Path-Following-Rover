### flow/design.v
`timescale 1ns / 1ps
module FRQ(
    input clock,
    input FPhoto,
    input SPhoto,
    input GPhoto,
    output reg[1:0] Ffreq,
    output reg[1:0] Sfreq,
    output reg[1:0] Gfreq,
    output reg[7:0] positionServo
    );
    localparam N = 18;
    parameter countTo = 10000000;  
    reg [N - 1: 0] SS_counter;
    reg [26:0] counter = 0;
    reg Fold = 0;
    reg Sold = 0;
    reg Gold = 0;
    reg [15:0] Fcount = 0;
    reg [15:0] Scount = 0;
    reg [15:0] Gcount = 0;
    reg [15:0] Fout = 0;
    reg [15:0] Sout = 0;
    reg [15:0] Gout = 0;
always @(posedge clock) begin
    counter <= counter + 1;
    if(FPhoto != Fold)
    begin
        Fcount <= Fcount + 1;
    end
    else if(SPhoto != Sold)
    begin
        Scount <= Scount + 1;
    end
    else if(GPhoto != Gold)
    begin
        Gcount <= Gcount + 1;
    end
    if(counter == countTo)
    begin
        counter <= 0;
        Fout <= Fcount >> 1;
        Sout <= Scount >> 1;
        Gout <= Gcount >> 1;
        Fcount <= 0;
        Scount <= 0;
        Gcount <= 0;
    end
    Fold = FPhoto;
    Sold = SPhoto;
    Gold = GPhoto;
end
always @(posedge clock) begin
    if(Fout > 10 && Fout < 40) begin
        Ffreq <= 2'b01;
        positionServo <= 8'b00010000;
    end
    else if(Fout > 40 && Fout < 110) begin
        Ffreq <= 2'b10;
        positionServo <= 8'b00000001;
    end
    else begin
        Ffreq <= 2'b00;
        positionServo <= 8'b00010000;
    end
    if(Sout > 10 && Sout < 40) begin
        Sfreq <= 2'b01;  
        positionServo <= 8'b00010000;
    end
    else if(Sout > 40 && Sout < 110) begin
        Sfreq <= 2'b10;  
        positionServo <= 8'b10000000;
    end
    else begin
        Sfreq <= 2'b00;
        positionServo <= 8'b00010000;
    end
    if (Gout > 10 && Gout < 40)begin
        Gfreq <= 2'b01;
        positionServo <= 8'b00010000;
    end
    else if (Gout > 40 && Gout < 110) begin
        Gfreq <= 2'b10;
    end
    else begin
        Gfreq <= 2'b00;
    end
end
endmodule
`timescale 1ns / 1ps
module Pathing(
    input[1:0] Ffreq,
    input[1:0] Sfreq,
    input clock,
    input [2:0] SIGNAL,
    input reset,
    input reg_one,
    input reg_two,
    output PWM_One,
    output PWM_Two,
    output F_One,
    output B_One,
    output F_Two,
    output B_Two
    );
    localparam normalSpeed = 2000000;
    localparam FRQDetectedSpeed = 1000000;
    reg [20:0] counter = 0;
    reg [20:0] width = 0;
    reg temp_PWM_One = 0;
    reg temp_PWM_Two = 0;
    reg temp_F_One = 0;
    reg temp_B_One = 0;
    reg temp_F_Two = 0;
    reg temp_B_Two = 0;
     always @(posedge clock) begin
        if(reset)
            counter <=0;
        else
            counter <= counter + 1;
        if(counter < width)
        begin
            temp_PWM_One <= 1;
            temp_PWM_Two <= 1;
            end
        else
        begin
            temp_PWM_One <= 0;
            temp_PWM_Two <= 0;
            end
      end
     always @(posedge clock) begin
     if(Ffreq >= 1 || Sfreq >= 1) begin
     width = FRQDetectedSpeed;
     end
     else begin
     width = normalSpeed;
     end
     end
     always @(posedge clock) begin
     case(SIGNAL)
        3'b111: begin
        temp_F_One = 1;
        temp_F_Two = 1;
        temp_B_One = 0;
        temp_B_Two = 0;
        end
        3'b110: begin
        temp_F_One = 1;
        temp_F_Two = 1;
        temp_B_One = 0;
        temp_B_Two = 0;
        end
        3'b100: begin
        temp_F_One = 1;
        temp_F_Two = 0;
        temp_B_One = 0;
        temp_B_Two = 1;
        end
        3'b101: begin
        temp_F_One = 1;
        temp_F_Two = 1;
        temp_B_One = 0;
        temp_B_Two = 0;
        end
        3'b010: begin
        temp_F_One = 0;
        temp_F_Two = 1;
        temp_B_One = 1;
        temp_B_Two = 0;
        end
        3'b011: begin
        temp_F_One = 0;
        temp_F_Two = 1;
        temp_B_One = 1;
        temp_B_Two = 0;
        end
        3'b001: begin
        temp_F_One = 0;
        temp_F_Two = 0;
        temp_B_One = 1;
        temp_B_Two = 1;
        end
        default: begin
        temp_F_One = 0;
        temp_F_Two = 0;
        temp_B_One = 1;
        temp_B_Two = 1;
        end
     endcase
     end
     assign PWM_One = temp_PWM_One;
     assign PWM_Two = temp_PWM_Two;
     assign F_One = temp_F_One;
     assign F_Two = temp_F_Two;
     assign B_One = temp_B_One;
     assign B_Two = temp_B_Two;
endmodule
`timescale 1ns / 1ps
module Seven_Segment(
    input clock,
    input [1:0] Ffreq,
    input [1:0] Sfreq,
    output [3:0] an,
    output a, b, c, d, e, f, g, dp
    );
    reg [6:0] temp_sseg = 0;
    reg [3:0] temp_an = 0;
    always @(posedge clock) begin
    if(Sfreq == 2 || Ffreq ==2) begin
    temp_an = 4'b1110;
    temp_sseg = 7'b1000110;
    end
    else if(Sfreq == 1 || Ffreq == 1) begin
    temp_an = 4'b1110;
    temp_sseg = 7'b0001110;
    end
    else begin
    temp_an = 4'b1110;
    temp_sseg = 7'b0111111;
    end
    end
    assign {g, f, e, d, c, b, a} = temp_sseg;
    assign an = temp_an;
endmodule
`timescale 1ns / 1ps
module TopM(
    input clock,
    input reset,
    input FPhoto,
    input SPhoto,
    input GPhoto,
    input [2:0] SIGNAL,
    input reg_one,
    input reg_two,
    output PWM_One,
    output PWM_Two,
    output servoA,
    output F_One,
    output B_One,
    output F_Two,
    output B_Two,
    output [3:0] an,
    output a, b, c, d, e, f, g, dp
    );
wire[1:0] Ffreq;
wire[1:0] Sfreq;
wire[1:0] Gfreq;
wire[7:0] positionServo;
FRQ u0(.*
);
Seven_Segment u1(.*
);
Pathing u2(.*
);
servoAim u3(.*
);
endmodule
module servoAim(
    input clock,
    input reset,
    input [7:0] positionServo,
    output servoA
    );
    reg pwm_q, pwm_d;
    reg [19:0] ctr_q, ctr_d;
    assign servo = pwm_q;
always @(posedge clock)
begin
    ctr_d = ctr_q + 1'b1;
    if (positionServo + 9'd165 > ctr_q[19:8]) begin
      pwm_d = 1'b1;
    end else begin
      pwm_d = 1'b0;
    end
  end
  always @(posedge clock) begin
    if (reset) begin
      ctr_q <= 1'b0;
    end 
    else begin
      ctr_q <= ctr_d;
    end
    pwm_q <= pwm_d;
  end
endmodule
### flow/run.sh
#!/bin/bash
# OpenROAD 26Q1-2900-gdf79404cd8, Yosys 0.63+post, stock flow scripts
make -C /OpenROAD-flow-scripts/flow DESIGN_CONFIG=/design/flow/config.mk WORK_HOME=/design/flow/orfs finish
### flow/config.mk
export PLATFORM = sky130hd
export DESIGN_NAME = TopM
export DESIGN_NICKNAME = TopM
export VERILOG_FILES = /design/flow/design.v
export SDC_FILE = /design/flow/constraint.sdc
export NUM_CORES = 4
export LEC_CHECK = 1
export CORE_UTILIZATION = 30
### flow/constraint.sdc
current_design TopM

set clk_period 5.1
set clk_io_pct 0.2

create_clock -name clk0 -period $clk_period [get_ports {clock}]

set non_clock_inputs [all_inputs -no_clocks]
set_input_delay [expr $clk_period * $clk_io_pct] -clock clk0 $non_clock_inputs
set_output_delay [expr $clk_period * $clk_io_pct] -clock clk0 [all_outputs]
==> flow_summary.yaml <==
# synthesis and place-and-route metrics
global_route:
  grt_util_all_layers: 0.0971
  grt-ovfl-total: 0
  grt_first_pass_wirelength_microns: 14100
  antenna_found_initial: 0
  grt_max_degree: 65
  grt_pass1_vias: 3214
drt:
  ant_nets: 0
  vias_per_cell: 4.48
  route.detailed.drc: 0
  drtIter0Drc: 166
  routed_wl_microns: 8030
  antennaDiodeCount: 0
  num_vias: 3410
  wire_per_inst_microns: 10.5
  firstDrtPassIters: 5
floorplan:
  num_rows: 47
  die_y_microns: 134
  core_area_sq_um: 16800
  dieArea_sq_um: 17900
  floorplan.core_util: 0.311
  ios: 29
  chipWidth_microns: 134
yosys:
  avgSynthCellArea_sq_um: 10.4
  yosysCellCount: 503
  synthTopCellsByCount: "98 x dfxtp_1, 76 x nor2_1, 38 x nand3_1"
  ff_type: "dfxtp_1"
  simple_gate_share: 0.217
  top_cell: "dfxtp_1"
  aoi_share: 0.0386
  synth_cell_type_count: 45
  ys_sh_adder: 0.0360
  ys_ff: 128
  synth_seq_share: 0.548
  muxShareOfSynthArea: 0.00671
  syn_inst: 503
  edf_count: 30
  ys_async_sr_fraction: 0
  yosys_area_sq_um: 5220
  top_area_cell: "dfxtp_1"
  syn_area_sq_um: 5220
  ys_warn_count: 7
  area_leaders: "dfxtp_1 38%, edfxtp_1 17%, xnor2_1 6.0%"
  top_area_frac: 0.376
  logic_family: "simple AND/OR/NAND/NOR gates"
  ys_sh_xor: 0.117
critical_path:
  end_kind: "register"
  cp_max_fo: 64
  worstPathArrival_ps: 2920
  crit_type: "reg2reg"
  cp_slowest_cell: "buf_4"
  worstPathRequired_ps: 5390
  worstSetupStartpointType: "register"
  critPathMaxStageDelay_ps: 630
  crit_path_cell_trace: "inv_1, ha_1, nor4b_1, nand4_1, nor3_4, buf_4, nor2_1, mux2_4"
final_layout:
  drive_gt1_frac: 0.0756
  utilization: 0.369
  logic_area_sq_um: 2190
  flop_area_sq_um: 2860
  area_delta_synth_final_pct: 18.5
  fillers: 1588
clock_network:
  cts.htree.levels: 4
  postCtsSetupRepairBufs: 0
  hold_buffers: 0
  cts_resized: 0
  clk_pin_slew_worst_paths_ps: 50
  cts_tree: "done"
  clk_latency_ps: 410
  cts_root_buf: "clkbuf_16"
  cts-buffers-inserted: 17
  clockBufferDepth: 2
  clock_sinks: 128
timing:
  slew_headroom: 0.470
  timing.hold.ws_ps: 392
  setup_violations: 0
  skew_ps: 7.16
  fmax_mhz: 381
  tightest_slew_ps: 788
  tns_ps: 0
  rsz0062_at_grt: "false"
  slew_violations: 0
  hold_viol_final: 0
  finalCritPeriodShare: 0.515
  period_minus_slack_ps: 2630
worst_hold_path:
  min_path_type: "reg2reg"
placement:
  dpl.hpwl_microns: 5250
  place.gp.congestion: 0.792
  portBuffers: 22
power_and_ir_drop:
  p_sw_frac: 0.220
  intPower_w: 0.00190
  switching_power_w: 0.000536
  p_comb_frac: 0.054
  pwr-share-clk: 0.465
  power_density_nw_per_um2: 394
  sequentialPowerShare: 0.480
  p_leak_nw: 2.28
  peakVddDrop_uv: 188
run_status:
  status: "finished, final reports clean"
job:
  maxCapViolCount: 0
  warning_count: 29
power groups by stage:
stage / Combinational, W / Clock [W] / Sequential [W]
after global routing: 0.000152 / 0.00121 / 0.00118
final: 0.000132 / 0.00113 / 0.00117
after CTS: 0.000135 / 0.00116 / 0.00117
state kept, by name, indices dropped and copies added (netlist names):
name and count:
u0.Fcount 16, u0.Ffreq 2, u0.Fold 1, u0.Fout 15, u0.Scount 16, u0.Sfreq 2
u0.Sold 1, u0.Sout 15, u0.counter 27, u1.temp_sseg 4, u2.counter 21, u2.temp_B_One 1
u2.temp_B_Two 1, u2.temp_F_One 1, u2.temp_F_Two 1, u2.temp_PWM_Two 1, u2.width 3
worst paths after layout:
| path | start | end | slack, ps | cells after the start |
|---|---|---|---|---|
| min | u0.Ffreq[2]$_DFF_P_ | u1.temp_sseg[3]$_SDFF_PP0_ | 390 | 1 |
| max reg2reg | u0.counter[0]$_SDFF_PN0_ | u0.counter[22]$_SDFF_PN0_ | 2470 | 8 |
| max | u0.counter[0]$_SDFF_PN0_ | u0.counter[22]$_SDFF_PN0_ | 2470 | 8 |
| min reg2reg | u0.Ffreq[2]$_DFF_P_ | u1.temp_sseg[3]$_SDFF_PP0_ | 390 | 1 |
metrics by stage:
step	power (W)	area (sq um)	worst slack (ps)	std cells
final	0.00244	6190	2470	762
after global routing	0.00254	6190	2180	762
after CTS	0.00247	6190	2430	762
after detailed placement	0.00132	5620	2150	730
after global placement	0.00131	5620	2140	730
after floorplan	0.00128	5230	2850	506
logic make-up after synthesis:
family,Yosys count
flops,128
other cells,2
simple gates,215
buf+inv,35
compound gates,35
xor+xnor,70
mux,3
fa+ha+maj,15
cell usage in the layout, fill, tap and decap left out, types with 3 or more instances in the layout:
master | Yosys | layout
clkbuf_1 | 3 | 4
edfxtp_1 | 30 | 30
clkbuf_16 | 0 | 17
nand3_1 | 38 | 38
clkinv_2 | 0 | 4
clkdlybuf4s50_1 | 0 | 22
xnor2_1 | 36 | 36
a21o_1 | 6 | 6
and3_1 | 12 | 12
nand4_1 | 13 | 13
nand2_1 | 26 | 26
inv_1 | 15 | 15
ha_1 | 15 | 15
nor4_1 | 10 | 10
dfxtp_1 | 98 | 98
or3_1 | 4 | 4
o21ai_0 | 12 | 12
conb_1 | 2 | 5
nor2_1 | 76 | 76
nor3_1 | 12 | 12
clkbuf_8 | 0 | 5
xor2_1 | 34 | 34
a21oi_1 | 13 | 13
nor4b_1 | 3 | 3
nor2b_1 | 3 | 3
area by class of cell:
type                       count  share of cell area
tap                          220              0.0445
inverter                      15             0.00910
clock inverter                 6             0.00910
clock buffer                  26              0.0823
sequential                   128               0.463
multi-input combinational    343               0.354
timing repair buffer          24              0.0380
metal layers:
| metal | routed length [microns] | GRT usage | vias to the layer above |
|---|---|---|---|
| li1 | - | - | 1783 |
| met1 | 4010 | 0.138 | 1565 |
| met2 | 3550 | 0.151 | 52 |
| met3 | 349 | 0.0305 | 10 |
| met4 | 116 | 0.0164 | 0 |
| met5 | 0 | 0 | - |
critical path: cells and delay by family, from the launching register on:
| family | cells | cell delay (ps) |
|---|---|---|
| adders and majority gates | 1 | 130 |
| buffers and inverters | 2 | 710 |
| DFF | 1 | 360 |
| muxes | 1 | 280 |
| and+or+nand+nor | 4 | 1030 |
Power figures rest on the tool's default switching activity, not on a simulated workload.
